### flow/run.sh
#!/bin/bash
# OpenROAD 26Q1-2900-gdf79404cd8, Yosys 0.63+post, stock flow scripts
make -C /OpenROAD-flow-scripts/flow DESIGN_CONFIG=/design/flow/config.mk WORK_HOME=/design/flow/orfs finish
### flow/config.mk
export PLATFORM = sky130hd
export DESIGN_NAME = kevansVGA
export DESIGN_NICKNAME = kevansVGA
export VERILOG_FILES = /design/flow/design.v
export SDC_FILE = /design/flow/constraint.sdc
export NUM_CORES = 4
export LEC_CHECK = 1
export CORE_UTILIZATION = 30
### flow/constraint.sdc
current_design kevansVGA

set clk_period 8.2
set clk_io_pct 0.2

create_clock -name clk0 -period $clk_period [get_ports {clk}]

set non_clock_inputs [all_inputs -no_clocks]
set_input_delay [expr $clk_period * $clk_io_pct] -clock clk0 $non_clock_inputs
set_output_delay [expr $clk_period * $clk_io_pct] -clock clk0 [all_outputs]
### flow/design.v
module vga640x480(
    input wire i_clk,            
    input wire i_pix_stb,        
    input wire i_rst,            
    output wire o_hs,            
    output wire o_vs,            
    output wire o_blanking,      
    output wire o_active,        
    output wire o_screenend,     
    output wire o_animate,       
    output wire [9:0] o_x,       
    output wire [8:0] o_y        
    );
    localparam HS_STA = 16;               
    localparam HS_END = 16 + 96;          
    localparam HA_STA = 16 + 96 + 48;     
    localparam VS_STA = 480 + 10;         
    localparam VS_END = 480 + 10 + 2;     
    localparam VA_END = 480;              
    localparam LINE   = 800;              
    localparam SCREEN = 525;              
    reg [9:0] h_count;   
    reg [9:0] v_count;   
    assign o_hs = ~((h_count >= HS_STA) & (h_count < HS_END));
    assign o_vs = ~((v_count >= VS_STA) & (v_count < VS_END));
    assign o_x = (h_count < HA_STA) ? 0 : (h_count - HA_STA);
    assign o_y = (v_count >= VA_END) ? (VA_END - 1) : (v_count);
    assign o_blanking = ((h_count < HA_STA) | (v_count > VA_END - 1));
    assign o_active = ~((h_count < HA_STA) | (v_count > VA_END - 1)); 
    assign o_screenend = ((v_count == SCREEN - 1) & (h_count == LINE));
    assign o_animate = ((v_count == VA_END - 1) & (h_count == LINE));
    always @ (posedge i_clk)
    begin
        if (i_rst)   
        begin
            h_count <= 0;
            v_count <= 0;
        end
        if (i_pix_stb)   
        begin
            if (h_count == LINE)   
            begin
                h_count <= 0;
                v_count <= v_count + 1;
            end
            else 
                h_count <= h_count + 1;
            if (v_count == SCREEN)   
                v_count <= 0;
        end
    end
endmodule
module kevansVGA(rst_btn,clk,pixelMemory,quadrant,hsync,vsync,VGA_R,VGA_G,VGA_B);
input wire clk,rst_btn;
input [1:0]quadrant;
output wire hsync;
output wire vsync;
output reg [3:0] VGA_R;     
output reg [3:0] VGA_G;
output reg [3:0] VGA_B;  
reg [15:0] cnt;
reg pix_stb;
integer WIDTH=18; 
integer HEIGHT=20; 
parameter setL=3;
parameter blocks=35;	 
integer BPR=7; 
parameter pixmemL=104; 
input [104:0]pixelMemory; 
always @(posedge clk) begin 
    {pix_stb, cnt} <= cnt + 16'h8000;   
end
reg cur;
reg [3:0]prev_R;
reg [3:0]prev_G;
reg [3:0]prev_B;
integer i;
integer rownum;
integer column_num;
reg [3:0]cur_R;
reg [3:0]cur_G;
reg [3:0]cur_B;
always@(posedge clk)begin
				for(i=0;i<35;i=i+1)	begin 
					rownum=i/BPR;
					column_num=i%BPR; 
					if((quadrant==2'd2)|(quadrant==2'd3)) begin
						rownum=rownum+5;
					end
					if((quadrant==2'd1)|(quadrant==2'd3)) begin
						column_num=column_num+7;
					end
					if(pixelMemory[i*3]==1'b1)begin
						prev_R[3]=cur_R[3];
						cur_R[3]=(prev_R[3]+((x > (WIDTH*column_num)) & (y > (HEIGHT*(rownum))) & (x < (WIDTH*(column_num+1))) & (y < (HEIGHT*((rownum)+1)))));
					end
					if(pixelMemory[((i*3)+1)]==1'b1)begin
						prev_G[3]=cur_G[3];
						cur_G[3]=(prev_G[3]+((x > (WIDTH*column_num)) & (y > (HEIGHT*(rownum))) & (x < (WIDTH*(column_num+1))) & (y < (HEIGHT*((rownum)+1)))));
					end
					if(pixelMemory[((i*3)+2)]==1'b1)begin
						prev_B[3]=cur_B[3];
						cur_B[3]=(prev_B[3]+((x > (WIDTH*column_num)) & (y > (HEIGHT*(rownum))) & (x < (WIDTH*(column_num+1))) & (y < (HEIGHT*((rownum)+1)))));
					end
					VGA_R[0] <= VGA_R[1];
					VGA_R[1] <= VGA_R[2];
					VGA_R[2] <= VGA_R[3];
					VGA_G[0] <= VGA_G[1];
					VGA_G[1] <= VGA_G[2];
					VGA_G[2] <= VGA_G[3];
					VGA_B[0] <= VGA_B[1];
					VGA_B[1] <= VGA_B[2];
					VGA_B[2] <= VGA_B[3];
					VGA_R[3]<=cur_R[3];
					VGA_G[3]<=cur_G[3];
					VGA_B[3]<=cur_B[3];
				end
end
wire [9:0] x;   
wire [8:0] y;   
vga640x480 display (.i_clk(clk),.i_pix_stb(pix_stb),.i_rst(!rst_btn),.o_hs(hsync),.o_vs(vsync),.o_x(x),.o_y(y));
endmodule
==> results_slide.txt <==
Flow Results at a Glance

Die
  – Io pins: 123
  – Floorplan utilization: 31.1%
  – DIE AREA: 13,100 um2
  – Die Width: 114 um
  – Row count: about 40
  – CORE AREA: about 12,000 um2
  – Die H: 114 um

Place
  – Post-DP HPWL: 10.6 mm
  – Port buffer count: 122
  – RD Place Congestion: 0.956
  – Dpl cell area: about 5100 um2

Routing
  – Vias/cell: 5.60
  – Vias: roughly 4,200
  – M1 WL: 6.06 mm
  – DR DRC count: 0
  – Drt wl/cell: 18.2 um
  – Starting DRC count in detailed routing: 231
  – Top sig layer: met4
  – Pre-antenna DRT Iters: 4
  – Met2 wire length: 6.34 mm
  – ANT nets after route: 0
  – Drt total wl: 13.6 mm
  – Routed wl met3: 978 um

Critical path
  – CP max FO: 13
  – Worst setup SP type: input port
  – CP max stage delay: 0.78 ns
  – Worst EP arrival: 5.59 ns
  – CP Class: in -> reg
  – CP endpoint kind: register
  – Crit-path cells: clkdlybuf4s50_1, inv_1, ha_1, or3_1, a21oi_1, and3_1, nor3b_1, a22oi_1, o221ai_1, xnor2_1, xnor3_2, xnor3_1
  – Slowest CP cell: clkdlybuf4s50_1
  – Required time of the critical path: 8.36 ns
  – R2r setup slk: 3.32 ns

Final timing
  – Slew @ Worst Pin: around 0.87 ns
  – Pins Over Slew Limit: 0
  – Unrepaired setup endpoints after global routing: no
  – F_max: ~180 MHz
  – Max_slew headroom: between 40% and 50%
  – Setup violations, final: 0
  – Fin Setup TNS: 0 ns
  – Final Hold Violation Tally: 0
  – Final Hold Slack: 0.350 ns
  – Worst Skew: 0.00523 ns
  – Final period utilization: 66.2%
  – Min Tclk post-route: 5.43 ns

Clock tree
  – Total setup buffers inserted after CTS: 0
  – Clk latency late pin: ~0.28 ns
  – Num CTS Buffers: 5
  – Resized cells post-CTS: 0
  – TritonCTS clock tree: yes
  – Clk buf depth: 2
  – Clock transition at path regs: 0.05 ns
  – Sink Count: 34
  – Post-CTS Hold Fix Bufs: 0
  – Root buffer cell: clkbuf_16
  – # H-tree levels: 2

Synthesis
  – Synth flops: 34
  – Top cells by area: dfxtp_1 (13%), edfxtp_1 (7.9%), ha_1 (7.9%)
  – Post-synth EDFFs: 10
  – # Cells Yosys: 476
  – Simple-gate share of the synthesized area: 27.9%
  – Async S/R FF share, synth: 0%
  – MUX area fraction: 1.12%
  – Synth Cell Area: 3780 um2
  – Part of the Yosys area used for sequential elements: between 20% and 30%
  – Synth area leader: dfxtp_1
  – Yosys stat area: 3780 um2
  – Ys Warns: 2
  – Complex Gates by Area: 29.2%
  – Xor+xnor area frac: 6.58%
  – Dominant flop cell: dfxtp_1
  – Mean Syn Cell Area: 7.95 um2
  – Fa+ha+maj area frac: 8.47%
  – Logic family by area: AND-OR/OR-AND gates
  – Netlist cell types: 81
  – Mapped Cells: 476
  – Top-area cell share: 12.7%

Outcome
  – Outcome: complete, no violations

Pwr
  – LEAKAGE: between 1.5 and 2 nW
  – PwrDens: 145 nW/um2
  – VDD IR-drop max: 0.150 mV
  – Final Power: roughly 770 uW

Finish
  – Fraction of layout cells with a size suffix above 1: 6.40%
  – Final Cell Area: 5300 um2
  – Area grow syn2layout: 40.0%
  – Fillers: 1,181

Worst hold path
  – Min-delay worst type: reg -> reg

Global routing
  – Global-route wire length before repair: 21.4 mm
  – Antenna violations before repair: 1
  – Largest net degree at the start of global routing: 18
  – Vias in the first global route: 4,061
  – Overflow after GRT: 0
  – Global-route usage over all layers: a little over a fifth

Job
  – Log Warnings: 35
  – Maximum capacitance violations: 0
per-stage QoR:
step	instances	worst slack [ns]	util, %
2_1_floorplan	476	3.64	-
3_3_place_gp	738	2.53	41.9
3_5_place_dp	738	2.52	41.9
4_1_cts	746	2.79	43.5
5_1_grt	746	2.41	43.5
6_report	747	2.77	43.6
per-layer routing:
layer	vias to the layer above	GRT usage, %
li1	2032	-
met1	1989	29.3
met2	144	35.6
met3	17	4.31
met4	0	3.20
met5	-	0
sequential cells by signal, indices dropped and copies added (netlist names):
name and cells:
display.h_count 10, pix_stb 1, cnt 1, VGA_G 4, VGA_R 4, display.v_count 10, VGA_B 4
Yosys cell counts (all sizes together) (6+ instances only):
master   instances
a22oi           12
nand2           36
edfxtp          10
nand4            6
nor2b            7
inv             23
o211ai           8
a2111oi          6
a222oi           7
a22o             6
nand2b           9
nor2            29
a21oi           16
a31oi            6
o21ai           23
nor4             6
xor2             8
buf             10
nor3            16
and3            14
a211oi           8
nor3b            6
nand3           32
xnor2           10
dfxtp           24
clkbuf          22
a32oi            7
ha              24
and2             7
critical path: cells and delay by family:
family	cells	cell delay, ns
and+or+nand+nor	3	1.33
buffers and inverters	2	0.99
xor gates and xnor gates	3	0.81
AOI/OAI and AO/OA	3	0.61
adders and majority gates	1	0.22
layout by cell type, fill, tap and decap left out, drive strengths merged, types with 7 or more instances in the layout:
master,instances
clkdlybuf4s50,122
nand2,36
nand3,32
nor2,29
dfxtp,24
ha,24
inv,23
o21ai,23
a21oi,16
nor3,16
and3,14
a22oi,12
xnor2,10
edfxtp,10
nand2b,9
xor2,8
o211ai,8
a211oi,8
nor2b,7
a32oi,7
a222oi,7
and2,7
power breakdown:
group          internal, mW  switching [mW]
clock network         0.175          0.0740
registers             0.208          0.0279
logic                 0.172           0.114
final cells by class:
class | count | area [um2] | area share (%)
Sequential cell | 34 | 781 | 14.7
Multi-Input combinational cell | 387 | 2770 | 52.3
Timing Repair Buffer | 126 | 1250 | 23.6
Tap cell | 168 | 210 | 3.97
Inverter | 23 | 86.3 | 1.63
Clock buffer | 5 | 125 | 2.36
Antenna cell | 1 | 2.50 | 0.0472
Clock inverter | 3 | 68.8 | 1.30
kinds of logic (layout without fill, tap and decap cells):
kind of cell,count (synthesis),count (layout)
AND-OR/OR-AND,141,141
XOR/XNOR,22,22
adder cells (fa/ha/maj),26,26
buffers and inverters,55,157
flip-flops,34,34
multiplexers,4,4
other,0,1
AND/OR/NAND/NOR,194,194
final timing paths:
| check | startpoint | end | depth (start not counted) |
|---|---|---|---|
| worst max register to register | display.h_count[5]$_SDFFCE_PP0P_ | VGA_G[3]$_DFF_P_ | 15 |
| worst max-delay path | quadrant[1] | VGA_G[3]$_DFF_P_ | 12 |
| worst min-delay path | VGA_B[1]$_DFF_P_ | VGA_B[0]$_DFF_P_ | 0 |
| worst min register to register | VGA_B[1]$_DFF_P_ | VGA_B[0]$_DFF_P_ | 0 |
Power and IR drop assume default switching activity.
